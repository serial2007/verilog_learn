`design/flow/config.mk`:
```
export PLATFORM = sky130hd
export DESIGN_NAME = counter
export DESIGN_NICKNAME = counter
export VERILOG_FILES = /design/flow/design.v
export SDC_FILE = /design/flow/constraint.sdc
export NUM_CORES = 4
export LEC_CHECK = 1
export CORE_AREA = 10 10 70 70
export DIE_AREA = 0 0 80 80
```
`design/flow/constraint.sdc`:
```
current_design counter

set clk_period 1.8
set clk_io_pct 0.2

create_clock -name clk0 -period $clk_period [get_ports {clk}]

set non_clock_inputs [all_inputs -no_clocks]
set_input_delay [expr $clk_period * $clk_io_pct] -clock clk0 $non_clock_inputs
set_output_delay [expr $clk_period * $clk_io_pct] -clock clk0 [all_outputs]
```
`design/flow/design.v`:
```
`timescale 1ns/1ns
module D(
    input d, clk, rst,
    output reg q);
    always @ (posedge clk,posedge rst)
    begin
        if(rst) 
            q <=0;
        else
            q <= d; 
    end    
endmodule
module counter(
	output reg[3:0]	count,
	input			clk, rst
);
	always @(posedge clk) begin
		if (rst) count <= 4'b0000;
		else if(count == 4'b1010)
			count <= 4'b0000;
		else count <= count + 1;
	end
endmodule
```
`design/flow/run.sh`:
```
#!/bin/bash
# OpenROAD 26Q1-2900-gdf79404cd8, Yosys 0.63+post, stock flow scripts
make -C /OpenROAD-flow-scripts/flow DESIGN_CONFIG=/design/flow/config.mk WORK_HOME=/design/flow/orfs finish
```
==> impl_metrics.csv <==
group,metric,value,unit
timing,setup_viol,0,
clock_tree,cts_sinks,4,
grt,overflow,0,
timing,fmax,652,MHz
setup_path,reg2regPathDepth,5,
finish,final_util,0.0890,
clock_tree,clockBufferDepth,2,
timing,maxSlewHeadroom,0.877,
place,globalplace.congestion,0.655,
setup_path,crit_path_start_kind,"flop",
drt,via_per_inst,2.16,
power,p_leak,0.0995,nW
power,internal_power,187,µW
grt,grt_pass1_vias,162,
die,die_h,80,µm
drt,diodes,0,
yosys,synth_xor_xnor_area_share,0,
timing,hold_violations,0,
clock_tree,ctsHoldBuffers,0,
die,core-area,0.00342,mm²
yosys,yosysTopAreaCellShare,0.460,
finish,flop_area,80.1,µm²
drt,remaining_drc_errors,0,
setup_path,slowest_stage,"clkdlybuf4s50_1",
worst_hold_path,hold_path_startpoint,"count[0]",
power,pwr_density_cell,784,mW/mm²
setup_path,r2r_slack,760,ps
yosys,async_flop_share,0,
power,switchingPower,51.6,µW
timing,slew_violations,0,
die,initCoreUtil,0.0509,
worst_hold_path,worstHoldEndpoint,"count[0]",
flow_run,warning_count,26,
place,io_buffers,5,
setup_path,critPathMaxFanout,5,
yosys,top_area_cell,"dfxtp_1",
setup_path,cp_top_family,"buffers and inverters",
drt,drt_iter0_drc,18,
run_status,status,"finished, final reports clean",
power,swShare,0.217,
yosys,ys_top_logic_family,"simple AND/OR/NAND/NOR gates",
setup_path,timing.rr.start,"count[0]",
yosys,synth_flop_count,4,
flow_run,maxCapViolations,0,
grt,track_usage,0.0162,
setup_path,worstSetupPathType,"flop to output pin",
die,die_x,80,µm
timing,finClkSkew,2.63,ps
grt,grt_pass1_wl,710,µm
grt,antenna_found_initial,0,
grt,grt_max_degree,7,
clock_tree,cts_resized,0,
setup_path,path_cells,"clkdlybuf4s50_1",
yosys,synth_cell_types,11,
yosys,postSynthSeqShare,0.460,
timing,post-route-period-util,0.852,
yosys,ys_sh_mux,0,
yosys,edf_count,0,
drt,drt_first_pass_iters,2,
setup_path,slowest_delay,540,ps
setup_path,critPathArrivalTime,1170,ps
finish,drive_above_1_share,0.111,
finish,largest_reg_flops,4,
timing,worstMarginPinSlew,184,ps
worst_hold_path,hold_path_class,"flop to flop",
power,power_frac_clock,0.464,
finish,top_regs,"count (4)",
yosys,ys_cells,19,
worst_hold_path,holdPathStages,1,
yosys,netlist_area,174,µm²
clock_tree,tritoncts,"built",
timing,tns,0,ps
drt,vias,158,
timing,period_needed,1530,ps
clock_tree,clk_latency,240,ps
setup_path,end_kind,"output pin",
yosys,yosys_area,174,µm²
yosys,most_common_cell,"dfxtp_1",
clock_tree,cts_buffers,3,
yosys,avgSynthCellArea,9.15,µm²
drt,routed_wl,488,µm
clock_tree,path_clk_slew,30,ps
die,ios,6,
yosys,adder_share,0.144,
power,ir_drop,0.110,mV
setup_path,cp_num_buf_inv,1,
finish,top_register,"count",
yosys,synth_cells,19,
clock_tree,postCtsSetupBuffers,0,
clock_tree,cts_max_level,1,
power,seqPwrFrac,0.428,
finish,syn2layout_area_growth,74.8,%
finish,mi_logic_area,90.1,µm²
yosys,ys_top_cells_by_area,"dfxtp_1 (46%), ha_1 (14%), nand2b_1 (7.2%), a21oi_1 (5.8%), nand3_1 (5.8%)",
drt,wl_per_cell,6.68,µm
power,combPwrFrac,0.108,
yosys,synth_top_flop_cell,"dfxtp_1",
timing,rsz0062_at_grt,"no",
setup_path,r2r-end,"count[2]",
die,placementRows,21,
finish,fillers,403,
yosys,ys_sh_simple,0.273,
yosys,aoi_share,0.101,
clock_tree,root_buffer,"clkbuf_4",
yosys,yosysWarningCount,1,
die,dieArea,0.00640,mm²
drt,drtAntennaViolNets,0,
setup_path,required,1440,ps
[power by group through the flow]
stage,Clock (mW),Sequential (mW),Combinational [mW]
4_1_cts,0.115,0.102,0.0263
5_1_grt,0.120,0.103,0.0303
6_report,0.111,0.102,0.0258
[area by class of cell]
type / count / area share
clock buffer: 3 / 0.0741
inverter: 1 / 0.0123
multi-input combinational: 14 / 0.296
sequential: 4 / 0.263
tap: 46 / 0.189
timing repair buffer: 5 / 0.165
[cell families after synthesis]
group	after synthesis
AOI/OAI and AO/OA	3
adders and majority gates	2
buffers and inverters	1
DFF	4
and+or+nand+nor	9
[cells in the final DEF (no fill, tap or decap)]
cell type        n
nand3b_1         1
clkbuf_4         3
o21bai_1         1
nor2_1           2
clkdlybuf4s50_1  5
or2_0            1
nand2b_1         2
inv_1            1
nand3_1          2
nand2_1          1
ha_1             2
dfxtp_1          4
a21oi_1          2
[per-layer routing]
layer  global-route usage  wire (µm)
met5                    0          0
met4              0.00352          0
met3               0.0364        183
met2               0.0112        114
met1               0.0146        190
[worst max path at each step]
stage | depth (start not counted) | slack, ps | from | endpoint
after CTS | 1 | 260 | count[0] | count[0]
after global routing | 1 | 210 | count[0] | count[0]
final | 1 | 270 | count[0] | count[0]
[through the flow]
| stage | power (mW) | cell area (µm²) | cells | hold WS, ps | worst slack (ps) |
|---|---|---|---|---|---|
| 6_report | 0.238 | 304 | 73 | 491 | 266 |
| 5_1_grt | 0.254 | 304 | 73 | 526 | 214 |
| 4_1_cts | 0.244 | 304 | 73 | 497 | 264 |
| 3_5_place_dp | 0.129 | 282 | 70 | 484 | 532 |
| 3_3_place_gp | 0.128 | 282 | 70 | 461 | 536 |
| 2_1_floorplan | 0.111 | 174 | 19 | 429 | 900 |
Power and IR drop assume default switching activity.
